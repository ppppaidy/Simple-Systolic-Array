`./config.mk`:
```
export PLATFORM = sky130hd
export DESIGN_NAME = SystolicArray
export DESIGN_NICKNAME = SystolicArray
export VERILOG_FILES = /design/flow/design.v
export SDC_FILE = /design/flow/constraint.sdc
export NUM_CORES = 4
export LEC_CHECK = 1
export CORE_AREA = 10 10 346 346
export DIE_AREA = 0 0 356 356
```
`./constraint.sdc`:
```
current_design SystolicArray

set clk_period 17.9
set clk_io_pct 0.2

create_clock -name clk0 -period $clk_period

set non_clock_inputs [all_inputs -no_clocks]
set_input_delay [expr $clk_period * $clk_io_pct] -clock clk0 $non_clock_inputs
set_output_delay [expr $clk_period * $clk_io_pct] -clock clk0 [all_outputs]
```
`./design.v`:
```
module SystolicArray(
  input         clock,
  input         reset,
  input  [31:0] io_ain_0,
  input  [31:0] io_ain_1,
  input  [31:0] io_ain_2,
  input  [31:0] io_bin_0,
  input  [31:0] io_bin_1,
  input  [31:0] io_bin_2,
  input  [31:0] io_bin_3,
  input  [31:0] io_bin_4,
  output [31:0] io_cout_0_0,
  output [31:0] io_cout_0_1,
  output [31:0] io_cout_0_2,
  output [31:0] io_cout_0_3,
  output [31:0] io_cout_0_4,
  output [31:0] io_cout_1_0,
  output [31:0] io_cout_1_1,
  output [31:0] io_cout_1_2,
  output [31:0] io_cout_1_3,
  output [31:0] io_cout_1_4,
  output [31:0] io_cout_2_0,
  output [31:0] io_cout_2_1,
  output [31:0] io_cout_2_2,
  output [31:0] io_cout_2_3,
  output [31:0] io_cout_2_4
);
  assign io_cout_0_0 = io_ain_0 + io_bin_0;  
  assign io_cout_0_1 = io_ain_0 + io_bin_1;  
  assign io_cout_0_2 = io_ain_0 + io_bin_2;  
  assign io_cout_0_3 = io_ain_0 + io_bin_3;  
  assign io_cout_0_4 = io_ain_0 + io_bin_4;  
  assign io_cout_1_0 = io_ain_1 + io_bin_0;  
  assign io_cout_1_1 = io_ain_1 + io_bin_1;  
  assign io_cout_1_2 = io_ain_1 + io_bin_2;  
  assign io_cout_1_3 = io_ain_1 + io_bin_3;  
  assign io_cout_1_4 = io_ain_1 + io_bin_4;  
  assign io_cout_2_0 = io_ain_2 + io_bin_0;  
  assign io_cout_2_1 = io_ain_2 + io_bin_1;  
  assign io_cout_2_2 = io_ain_2 + io_bin_2;  
  assign io_cout_2_3 = io_ain_2 + io_bin_3;  
  assign io_cout_2_4 = io_ain_2 + io_bin_4;  
endmodule
```
`./run.sh`:
```
#!/bin/bash
# OpenROAD 26Q1-2900-gdf79404cd8, Yosys 0.63+post, stock flow scripts
make -C /OpenROAD-flow-scripts/flow DESIGN_CONFIG=/design/flow/config.mk WORK_HOME=/design/flow/orfs finish
```
==> flow_summary.toml <==
# generated from flow reports
[drt]
vias_per_cell = 5.18
first_pass_iters = 7
ant_nets = 0
wirelength_um = 146000
drtIter0Drc = 1855
wl_per_cell_um = 27.2
drc_errors = 0
dr_total_vias = 27700

[global_route]
grt_max_degree = 13
antenna_found_initial = 33
grt_overflow_total = 0
grt_pass1_vias = 26700
grt_use_total = 0.221
grt_first_pass_wirelength_um = 199000

[layout]
fin_cells = 5343
area_delta_synth_final_pct = 41.1
ff_count = 0
regArea_um2 = 0
layout-drive-gt1-share = 0.0261
final_area_um2 = 32000
utilization = 0.285
n_clock_buffer = 0
nFillCells = 12000

[critical_path]
crit_buf_inv = 2
crit_fanout = 5
critical_path.top_delay_family = "AND-OR/OR-AND gates"
cp-start-kind = "input port"
slowest_stage = "clkdlybuf4s50_1"
crit_chain = "clkdlybuf4s50_1 -> ha_1 -> fa_1 -> a21o_1 -> a21oi_1 -> o21ai_0 -> a21o_1 -> o31ai_1 -> a31oi_1 -> a41o_1 -> a221oi_2 -> xnor2_1 -> clkdlybuf4s50_1"
critPathCaptureType = "primary output"
crit_required_ps = 14320
crit_arrival_ps = 8500
max_stage_delay_ps = 700
crit_type = "in -> out"

[sta]
min_period_over_period = 0.675
hold_viol = 0
fin_crit_ps = 12080
rsz0062_at_grt = "no"
clock.fmax_mhz = 82.8
tns_ps = 0
worst_pin_slew_ps = 824
slew_headroom = 0.436
finalSetupViolCount = 0
final_max_slew_viol_count = 0
fin_ws_ps = 5820

[logic_synthesis]
yosys_cells = 3116
avgSynthCellArea_um2 = 7.28
ys_seq_frac = 0
yosysChipArea_um2 = 22700
ys.warnings.count = 0
synth_cells = 3116
synth_cell_type_count = 90
synth_area_um2 = 22700

[placement]
place.detailed.hpwl_um = 133000
placed_area_um2 = 32000
pre_cts_slack_ps = 5820
gp_congestion = 0.992
place_inst = 5332
port_buffers = 736

[floorplanning]
std_cell_rows = 123
fp-utilization = 0.202
die_width_um = 356
dieArea_um2 = 127000
core_area_um2 = 112000
ioPinCount = 738
die_y_um = 356

[flow_run]
warning_count = 34
maxCapViolations = 0

[clock_network]
ctsHoldBuffers = 0
ctsResizeCount = 0
postCtsSetupBuffers = 0

[pwr]
ir_drop_mv = 0.0163
leakagePower_nw = 13.9
power_density_nw_per_um2 = 51.5

[outcome]
status = "finished clean"

[hold_path]
hold_class = "in -> out"
==> final cells by class <==
class | count | area, um2 | share of cell area
multi-input cells | 2973 | 22100 | 0.691
inverters | 84 | 315 | 0.00985
repair buffers | 775 | 7660 | 0.239
well taps | 1500 | 1880 | 0.0587
diodes | 11 | 27.5 | 0.000860
==> cells by family after synthesis <==
logic type / synth area share
AOI/OAI and AO/OA: 0.363
xor gates and xnor gates: 0.166
adders and majority gates: 0.270
buffers and inverters: 0.0244
muxes: 0.000883
and+or+nand+nor: 0.176
==> metrics by stage <==
stage,power (mW),hold WS [ps]
finish,1.65,8260
detailed placement,1.65,8260
CTS,1.67,8270
floorplan,0.681,7230
global route,1.78,8300
global placement,1.66,8260
==> tightest hold or removal path, delay by kind of cell <==
family                     cells  cell delay [ps]
adders and majority gates      1              130
buffers and inverters          2              960
==> cells in the mapped netlist (all sizes together), types with 9 or more instances <==
master     n  area share
nand2b    44       0.012
a21oi    388       0.088
a311oi    13      0.0053
xnor2    282        0.11
a211o     17      0.0066
and3      33      0.0091
o41ai      9      0.0048
fa        15       0.013
clkbuf    50      0.0083
a221oi     9      0.0046
a21o     242       0.080
o21a      54       0.018
nand3     77       0.017
o2111ai    9      0.0035
a211oi    38       0.013
or3       27      0.0074
o31ai     21      0.0074
nand4     52       0.014
o21bai    59       0.020
and4       9      0.0035
and2      17      0.0047
nor2     198       0.033
nand2    227       0.038
xor2     148       0.057
ha       465        0.26
a2111oi   11      0.0059
o21ai    181       0.040
inv       84       0.014
buf        9      0.0022
nor2b     39       0.011
a31oi     70       0.020
or2       10      0.0028
nor3      54       0.012
o211ai    29      0.0098
a31o      15      0.0058
==> worst paths after layout <==
path	startpoint	endpoint	depth (start not counted)
setup / recovery	io_ain_0[0]	io_cout_0_0[30]	13
hold / removal	io_bin_1[0]	io_cout_2_1[0]	3
==> cells in the final DEF, fill, tap and decap left out, types with 59 or more instances in the layout <==
cell type	count
o21ai_0	161
a31oi_1	68
xor2_1	148
a21oi_1	377
a21o_1	242
xnor2_1	282
clkdlybuf4s50_1	736
o21bai_1	59
ha_1	465
nand2_1	227
nor2_1	198
inv_1	84
nand3_1	77
==> routing by layer <==
layer	wire, um	track usage	up-vias
met5	111	0	-
met4	2910	0.0362	20
met3	12800	0.0607	131
met2	66100	0.358	996
met1	63700	0.295	13200
li1	-	-	13300
==> report_power, final <==
part | total (mW) | internal [mW] | switching [mW]
Sequential | 0 | 0 | 0
Combinational | 1.65 | 0.821 | 0.827
Clock | 0.0000000476 | 0.0000000475 | 0
Total | 1.65 | 0.821 | 0.827
Power and IR drop assume default switching activity.
